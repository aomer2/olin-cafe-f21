### ./run.sh
#!/bin/bash
# OpenROAD 26Q1-2900-gdf79404cd8, Yosys 0.63+post, stock flow scripts
make -C /OpenROAD-flow-scripts/flow DESIGN_CONFIG=/design/flow/config.mk WORK_HOME=/design/flow/orfs finish
### ./config.mk
export PLATFORM = sky130hd
export DESIGN_NAME = neighbor_adder
export DESIGN_NICKNAME = neighbor_adder
export VERILOG_FILES = /design/flow/design.v
export SDC_FILE = /design/flow/constraint.sdc
export NUM_CORES = 4
export LEC_CHECK = 1
export CORE_AREA = 10 10 70 70
export DIE_AREA = 0 0 80 80
### ./constraint.sdc
current_design neighbor_adder

set clk_period 2.0
set clk_io_pct 0.2

create_clock -name clk0 -period $clk_period

set non_clock_inputs [all_inputs -no_clocks]
set_input_delay [expr $clk_period * $clk_io_pct] -clock clk0 $non_clock_inputs
set_output_delay [expr $clk_period * $clk_io_pct] -clock clk0 [all_outputs]
### ./design.v
module neighbor_adder(neighbors, living_neighbors);
    input logic [7:0] neighbors;
    output logic [3:0] living_neighbors;
    wire [2:0] sum1a, sum1b, sum1c, sum1d;
    wire [3:0] sum2a, sum2b;
    adder_n #(.N(1)) adder_1bit_a (
        .a(neighbors[0]), 
        .b(neighbors[1]), 
        .c_in(1'b0), 
        .sum(sum1a[0]), 
        .c_out(sum1a[1])
        );
    adder_n #(.N(1)) adder_1bit_b (
        .a(neighbors[2]), 
        .b(neighbors[3]), 
        .c_in(1'b0), 
        .sum(sum1b[0]), 
        .c_out(sum1b[1])
        );
    adder_n #(.N(1)) adder_1bit_c (
        .a(neighbors[4]), 
        .b(neighbors[5]), 
        .c_in(1'b0), 
        .sum(sum1c[0]), 
        .c_out(sum1c[1])
        );
    adder_n #(.N(1)) adder_1bit_d (
        .a(neighbors[6]), 
        .b(neighbors[7]), 
        .c_in(1'b0), 
        .sum(sum1d[0]), 
        .c_out(sum1d[1])
        );
    adder_n #(.N(2)) adder_2bit_a (
        .a(sum1a), 
        .b(sum1b), 
        .c_in(1'b0), 
        .sum(sum2a[1:0]), 
        .c_out(sum2a[2])
        );
    adder_n #(.N(2)) adder_2bit_b (
        .a(sum1c), 
        .b(sum1d), 
        .c_in(1'b0), 
        .sum(sum2b[1:0]), 
        .c_out(sum2b[2])
        );
    adder_n #(.N(3)) adder_3bit_a (
        .a(sum2a), 
        .b(sum2b), 
        .c_in(1'b0), 
        .sum(living_neighbors[2:0]), 
        .c_out(living_neighbors[3])
        );
endmodule
module adder_1(a, b, c_in, sum, c_out);
    input wire a, b, c_in;
    output logic sum, c_out;
    always_comb begin : adder_gates
        c_out = (~c_in & a & b) |
                (c_in & ~a & b) |
                (c_in & a & b) |
                (c_in & a & ~b);
        sum = (~c_in & (a ^ b)) |
              (c_in & (a ~^ b));
    end
endmodule
module adder_n(a, b, c_in, sum, c_out);
parameter N = 2;
input  wire [N-1:0] a, b;
input wire c_in;
output logic [N-1:0] sum;
output wire c_out;
wire [N:0] carries;
assign carries[0] = c_in;
assign c_out = carries[N];
generate
  genvar i;
  for(i = 0; i < N; i++) begin : ripple_carry
    adder_1 ADDER (
      .a(a[i]),
      .b(b[i]),
      .c_in(carries[i]),
      .sum(sum[i]),
      .c_out(carries[i+1])
    );
  end
endgenerate
endmodule
==> run summary <==
run results: status complete, but fails checks, failing checks setup timing, ratio of cells with drive above 1 in the final layout 54.2%, met1 Use GR 2.71%, met2 Use GR 3.53%, synthesized instance count 37, CP Data Required Time 1600 ps, final hold violation count 0, CP peak stage delay 290 ps, leakage power 0.000226 µW, f_max 0.449 GHz, die area 6400 µm², flip-flop and latch area 0 µm², number of buffers added on ports 12, Top non-seq family adder cells, Final setup viols 3, mux share 6.79%, endpoint class of the critical path output port, Die H 80 µm, Seq Cell Count 0, Final period util 111%, Tot GR Track Use 2.22%, sw frac 35.5%, initial antenna violation count 0, GR Util met3 1.25%, hold path startpoint neighbors[2], routed vias/inst 2.99, YS chip area 332 µm², P_int 148 µW, Power per Cell Area 372 nW/µm², routed via count 281, crit-path leading delay family adder cells, crit-path cells buf_6 -> ha_4 -> ha_4 -> ha_4 -> nand3b_1 -> o31ai_2 -> a21oi_2 -> maj3_2 -> buf_2, final wirelength 713 µm, Adder Area Share 44.9%, GR peak layer met2, Slew @ Worst Pin 270 ps, drt pass-1 iters 2, Buf/Inv on CP 2, # diodes 0, Tmin final 2230 ps, yosys xor share 15.8%, vias in the first global route 289, Post-DP HPWL 668 µm, total gr overflow 0, Post-synth seq share 0%, row count 21, Max VDD drop 107 µV, DR WL/cell 7.59 µm, Flop pwr share 0%, WHS Path Cells 5, MaxCap Viol Count 0, Worst path most repeated cell ha_4, Ys Warns 7, core area 3420 µm², stage-log warning count 37, combinational share of power 100.0%, Post-Syn Area 332 µm², DRC 0, area leader, netlist ha_1, CP arrival 1830 ps, Clock buffer cells 0, critical path class input port to output port, Netlist cell types 15, CP max FO 4, RSZ-0062 raised after global routing true, yosys simple share 11.7%, cells in synth_stat.txt 37, final worst slack -230 ps, Clk pwr share 0%, CP max stage cell maj3_2, # fillers 380, pre-CTS setup slack -979 ps, largest net degree at the start of global routing 7, most frequent cell after synthesis ha_1, Startpoint Class input port, Synth Area per Inst 8.96 µm², largest cells by area after synthesis ha_1 (42%), xnor2_1 (13%), buf_4 (9.1%), Hold WC Path Type input port to output port, die width 80 µm, worst hold margin 1430 ps, # IOs 12, P_sw 81.6 µW, initial DRC count 2, Pins Over Slew Limit 0, FP Util 9.71%, final antenna-violating net count 0, most instantiated cells after synthesis ha_1 (11), xnor2_1 (5), buf_4 (4), nor2_1 (4), first-pass GRT wire length 1200 µm, Slew Limit Headroom 82.0%, WHS Endpoint living_neighbors[0], Top-area cell share 41.5%, area delta synth->final 86.8%, GPL Wtd Cong 0.679, Comb gate area 414 µm², Post-Synth AOI/OAI Area 11.7%
[worst max path at each step]
stage	start	to	slack, ps	cells after the start
after CTS	neighbors[5]	living_neighbors[3]	-260	9
after global routing	neighbors[6]	living_neighbors[3]	-310	9
final	neighbors[6]	living_neighbors[3]	-230	9
[metal layers]
layer / vias up / share of wire, % / wire length [µm]
li1: 152 / - / -
met1: 122 / 42 / 301
met2: 7 / 44 / 314
met3: 0 / 14 / 98
met4: 0 / 0 / 0
met5: - / 0 / 0
[cell usage in the layout (no fill, tap or decap), drive strengths merged]
master       synthesis  final
buf                  4     13
ha                  11     11
xnor2                5      5
nor2                 4      4
a21oi                3      3
nand2b               2      2
dlygate4sd2          0      2
mux2i                1      1
xor2                 1      1
nand2                1      1
o21ai                1      1
o211ai               1      1
nand3b               1      1
o31ai                1      1
maj3                 1      1
[power by group through the flow]
stage	sequential (µW)	combinational, µW	clock (µW)
6_report	0	230	0
5_1_grt	0	261	0
4_1_cts	0	229	0
[layout make-up]
| type | count | share of cell area (%) |
|---|---|---|
| timing repair buffer | 15 | 23.8 |
| tap | 46 | 9.29 |
| multi-input combinational | 33 | 66.9 |
[through the flow]
stage | area, µm² | utilization, % | TNS [ps] | instances | total power, µW
3_3_place_gp | 579 | 17.0 | -3160 | 92 | 231
2_1_floorplan | 424 | - | -116 | 37 | 168
3_5_place_dp | 579 | 17.0 | -3200 | 92 | 233
4_1_cts | 602 | 17.6 | -569 | 93 | 229
6_report | 619 | 18.1 | -560 | 94 | 230
5_1_grt | 619 | 18.1 | -812 | 94 | 261
[tightest hold or removal path, stage by stage]
cell	delay [ps]
buf_6	70
ha_4	130
ha_4	130
ha_4	110
dlygate4sd2_1	200
[kinds of logic after synthesis]
kind of cell	after synthesis
adders and majority gates	12
xor gates and xnor gates	6
AOI/OAI and AO/OA	6
and+or+nand+nor	8
buffers and inverters	4
muxes	1
[timing repair]
item | CTS | global route
hold buffers | 0 | 0
resized | 52 | 2
endpoints found under the setup margin | 4 | 3
pin swaps | 11 | 5
gates cloned | 0 | 0
buffers inserted | 1 | 1
Power figures rest on the tool's default switching activity, not on a simulated workload.
