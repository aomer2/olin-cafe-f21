[flow/config.mk]
export PLATFORM = sky130hd
export DESIGN_NAME = add32
export DESIGN_NICKNAME = add32
export VERILOG_FILES = /design/flow/design.v
export SDC_FILE = /design/flow/constraint.sdc
export NUM_CORES = 4
export LEC_CHECK = 1
export CORE_AREA = 10 10 101 101
export DIE_AREA = 0 0 111 111
[flow/constraint.sdc]
current_design add32

set clk_period 19.7
set clk_io_pct 0.2

create_clock -name clk0 -period $clk_period

set non_clock_inputs [all_inputs -no_clocks]
set_input_delay [expr $clk_period * $clk_io_pct] -clock clk0 $non_clock_inputs
set_output_delay [expr $clk_period * $clk_io_pct] -clock clk0 [all_outputs]
[flow/design.v]
module adder_2(a, b, c_in, sum, c_out);
input  wire [1:0] a, b;
input wire c_in;
output logic [1:0] sum;
output logic c_out;
wire carry;
adder_1 ADDER_A(
  .a(a[0]),
  .b(b[0]),
  .c_in(c_in),
  .sum(sum[0]),
  .c_out(carry)
);
adder_1 ADDER_B(
  .a(a[1]),
  .b(b[1]),
  .c_in(carry),
  .sum(sum[1]),
  .c_out(c_out)
);
endmodule
module add32(a, b, c_in, sum, c_out);
input  wire [31:0] a, b;
input wire c_in;
output logic [31:0] sum;
output logic c_out;
wire carry;
adder_16 ADDER_A(
  .a(a[15:0]),
  .b(b[15:0]),
  .c_in(c_in),
  .sum(sum[15:0]),
  .c_out(carry)
);
adder_16 ADDER_B(
  .a(a[31:16]),
  .b(b[31:16]),
  .c_in(carry),
  .sum(sum[31:16]),
  .c_out(c_out)
);
endmodule
module adder_16(a, b, c_in, sum, c_out);
input  wire [15:0] a, b;
input wire c_in;
output logic [15:0] sum;
output logic c_out;
wire carry;
adder_8 ADDER_A(
  .a(a[7:0]),
  .b(b[7:0]),
  .c_in(c_in),
  .sum(sum[7:0]),
  .c_out(carry)
);
adder_8 ADDER_B(
  .a(a[15:8]),
  .b(b[15:8]),
  .c_in(carry),
  .sum(sum[15:8]),
  .c_out(c_out)
);
endmodule
module adder_4(a, b, c_in, sum, c_out);
input  wire [3:0] a, b;
input wire c_in;
output logic [3:0] sum;
output logic c_out;
wire carry;
adder_2 ADDER_A(
  .a(a[1:0]),
  .b(b[1:0]),
  .c_in(c_in),
  .sum(sum[1:0]),
  .c_out(carry)
);
adder_2 ADDER_B(
  .a(a[3:2]),
  .b(b[3:2]),
  .c_in(carry),
  .sum(sum[3:2]),
  .c_out(c_out)
);
endmodule
module adder_8(a, b, c_in, sum, c_out);
input  wire [7:0] a, b;
input wire c_in;
output logic [7:0] sum;
output logic c_out;
wire carry;
adder_4 ADDER_A(
  .a(a[3:0]),
  .b(b[3:0]),
  .c_in(c_in),
  .sum(sum[3:0]),
  .c_out(carry)
);
adder_4 ADDER_B(
  .a(a[7:4]),
  .b(b[7:4]),
  .c_in(carry),
  .sum(sum[7:4]),
  .c_out(c_out)
);
endmodule
module adder_1(a, b, c_in, sum, c_out);
    input wire a, b, c_in;
    output logic sum, c_out;
    always_comb begin : adder_gates
        c_out = (~c_in & a & b) |
                (c_in & ~a & b) |
                (c_in & a & b) |
                (c_in & a & ~b);
        sum = (~c_in & (a ^ b)) |
              (c_in & (a ~^ b));
    end
endmodule
[flow/run.sh]
#!/bin/bash
# OpenROAD 26Q1-2900-gdf79404cd8, Yosys 0.63+post, stock flow scripts
make -C /OpenROAD-flow-scripts/flow DESIGN_CONFIG=/design/flow/config.mk WORK_HOME=/design/flow/orfs finish
==> results.py <==
# Generated from Yosys and OpenROAD reports
metrics = {
    "timing": {
        "fin_hold_ws_ns": 8.848,
        "worst_slew_pin_slew_ns": 0.6446,
        "fmax_ghz": 0.08484,
        "fin_crit_sh_pct": 59.83,
        "relSlewSlack_pct": 56.94,
        "rsz0062_at_grt": "false",
        "period_minus_slack_ns": 11.79,
        "hold_viol": 0,
        "final-max-slew-violation-count": 0,
        "setup_viol": 0,
        "tns_ns": 0,
    },
    "detailed_routing": {
        "postRouteAntennaNets": 0,
        "n_antenna_cell": 0,
        "avgRoutedWirePerCell_um": 12.34,
        "first_pass_iters": 4,
        "drtIter0Drc": 61,
        "dr_total_vias": 1992,
        "routed_wirelength_mm": 5.478,
        "vias_per_cell": 4.486,
        "drcViolationCount": 0,
    },
    "status": {
        "outcome": "completed",
    },
    "synthesis": {
        "synth.distinct_cells": 52,
        "netlist_instances": 278,
        "avgSynthCellArea_um2": 6.904,
        "ys_warn_count": 1,
        "top_area_cell": "xnor2_1",
        "ys_cells": 278,
        "top_cell_area_share_pct": 23.73,
        "ys_chip_area_um2": 1919,
        "top_cells_by_area": "xnor2_1, buf_4, nand2_1, nor2_1, xor2_1",
        "syn_area_um2": 1919,
        "synth_seq_share_pct": 0,
    },
    "worst_hold_path": {
        "holdPathStages": 3,
        "min_path_type": "in -> out",
    },
    "job": {
        "warning_count": 32,
        "drv_cap": 0,
    },
    "clocking": {
        "cts_resized": 0,
        "hold_buffers": 0,
        "postCtsSetupBuffers": 0,
    },
    "critical_path": {
        "cp_data_required_time_ns": 15.76,
        "cp-endpoint": "sum[31]",
        "worst_setup_path_end_kind": "output pin",
        "arrival_ns": 7.85,
        "crit_fanout": 6,
        "path_class": "in -> out",
        "worstSetupStartpoint": "a[2]",
        "critPathLaunchType": "primary input",
    },
    "grt": {
        "grt_start_max_net_pins": 10,
        "busiest_layer": "met2",
        "met2_usage_pct": 15.80,
        "grt_pass1_vias": 1995,
        "grt-ovfl-total": 0,
        "grt_util_met3_pct": 2.189,
        "grt_pass1_wl_mm": 9.390,
        "gr-usage-met1_pct": 10.56,
        "grt_usage_pct": 8.682,
        "antenna_found_initial": 0,
    },
    "floorplanning": {
        "ioPinCount": 98,
        "fp.dieW_um": 111,
        "die_area_um2": 12320,
        "fp-utilization_pct": 23.60,
        "rows": 33,
        "core-area_um2": 8134,
        "fp.dieH_um": 111,
    },
    "cells_and_area": {
        "final_cell_count_no_fill": 444,
        "final_util_pct": 34.09,
        "fillCellCount": 840,
        "clkbuf_count": 0,
        "lay_top_cells": "clkdlybuf4s50_1, xnor2_1, nand2_1, nor2_1",
        "final_layout_top_logic_cell": "clkdlybuf4s50_1",
        "layout-drive-gt1-share_pct": 6.785,
        "numSequentialCells": 0,
        "regArea_um2": 0,
        "syn_to_final_growth_pct": 44.46,
    },
    "placed_design": {
        "place_hpwl_mm": 4.940,
        "place_inst": 444,
        "place.gp.congestion": 0.8365,
        "portBuffers": 98,
    },
    "pwr": {
        "power_density_nw_per_um2": 34.82,
        "p_leak_nw": 0.9386,
        "peakVddDrop_mv": 0.01292,
    },
}
-- cell usage after synthesis, types with 3 or more instances --
cell type,number
and2_1,5
a211oi_1,5
maj3_2,5
maj3_1,6
nand3_1,4
or2_2,3
o21ai_0,9
nand2_1,30
buf_4,32
xnor2_1,52
a21oi_1,10
clkbuf_1,3
xor2_1,10
nor2_1,26
a22oi_1,3
o21a_1,8
inv_1,9
o21ai_1,5
o22ai_1,8
-- cell families after synthesis --
kind of cell | after synthesis | synth area share [%]
AOI/OAI and AO/OA | 77 | 30.83
and+or+nand+nor | 82 | 19.56
buffers and inverters | 46 | 15.25
xor gates and xnor gates | 62 | 28.29
adders and majority gates | 11 | 6.062
-- worst min path at each step --
stage | from | to | slack, ns
global route | b[0] | sum[0] | 8.90
finish | b[0] | sum[0] | 8.85
CTS | b[0] | sum[0] | 8.86
-- worst max-delay path: stages --
cell and delay [ns]:
clkdlybuf4s50_1 0.46, or2_1 0.25, maj3_2 0.32, and2_4 0.18, a2111o_1 0.40, a21oi_4 0.23, a21oi_2 0.11, o41ai_2 0.43
o2111ai_2 0.21, a31oi_4 0.23, a21oi_2 0.14, o21a_1 0.19, a211oi_1 0.25, clkdlybuf4s50_1 0.51
-- metal layers --
| metal | wire length, um | share of wire (%) | vias to the layer above |
|---|---|---|---|
| met5 | 0 | 0 | - |
| li1 | - | - | 1077 |
| met4 | 0 | 0 | 0 |
| met1 | 2394 | 44 | 863 |
| met3 | 367 | 6.7 | 0 |
| met2 | 2716 | 50 | 52 |
-- where the power goes --
part | total (mW) | internal (mW) | switching [mW]
clock | 0 | 0 | 0
sequential | 0 | 0 | 0
combinational | 0.0965 | 0.0607 | 0.0359
total | 0.0965 | 0.0607 | 0.0359
-- cell type report --
class | instances | area [um2] | share of cell area (%)
multi-input combinational | 232 | 1627 | 58.66
tap | 105 | 131.4 | 4.738
inverter | 9 | 33.78 | 1.218
timing repair buffer | 98 | 980.9 | 35.38
-- per-stage QoR --
stage | worst slack [ns] | area, um2 | power [mW]
final | 7.913 | 2773 | 0.09653
after global routing | 7.632 | 2773 | 0.1074
after CTS | 7.886 | 2773 | 0.09887
after detailed placement | 7.903 | 2773 | 0.09810
after global placement | 7.932 | 2773 | 0.09820
after floorplan | 9.011 | 1919 | 0.06244
Power is estimated from default activity; no workload was simulated.
